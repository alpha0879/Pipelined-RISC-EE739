**flow/design.v**
```verilog
`timescale 1ns/1ps
module alu_topmodule ( ir, in1 , in2,  alu_operation_from_controller, carry_in, zero_in, reg_write_enable_in , reg_write_enable_out, 
					carry_write_en, zero_write_en, out, zero, carry);
		input [15:0] ir, in1, in2;
		input [1:0] alu_operation_from_controller;
		input carry_in, zero_in;
		input reg_write_enable_in;
		output  reg_write_enable_out, carry_write_en, zero_write_en, zero, carry;
		output [15:0] out;
		wire [1:0] alu_operation_out;
	ALU_controller a1 ( ir, alu_operation_from_controller, carry_in, zero_in, reg_write_enable_in, carry_write_en, zero_write_en,alu_operation_out,
							reg_write_enable_out ) ;
	ALU a2 ( in1, in2 , alu_operation_out, out, zero, carry );
 endmodule
module alu_topmodule_tb;
  reg [15:0] ir, in1 , in2 ;
  reg [1:0] alu_operation_from_controller = 0;
  reg carry_in, zero_in, reg_write_enable_in ;
  wire reg_write_enable_out,carry_write_en, zero_write_en, zero, carry;
  wire [15:0] out;
  alu_topmodule uut ( ir, in1 , in2,  alu_operation_from_controller, carry_in, zero_in, reg_write_enable_in , reg_write_enable_out, 
					carry_write_en, zero_write_en, out, zero, carry);
  initial begin
     ir = 0;
	 in1 = 0;
	 in2 = 0;
	 carry_in = 0;
	 zero_in = 0;
	 reg_write_enable_in = 0;
     #10    
       ir[15:12] = 4'b0001;
	   ir [1:0] = 2'b00;
	   in1 = 15'd1;
	   in2 = 15'd2;
	   alu_operation_from_controller = 2'b00;
	   carry_in = 0 ;
	   zero_in = 0 ;
	   reg_write_enable_in = 1;
	 #10    
	   ir[15:12] = 4'b0001;
	   ir [1:0] = 2'b10;
	   in1 = 15'd1;
	   in2 = 15'd2;
	   alu_operation_from_controller = 2'b00;
	   carry_in = 0 ;
	   zero_in = 0 ;
	   reg_write_enable_in = 1;
	 #10    
       ir[15:12] = 4'b0001;
	   ir [1:0] = 2'b10;
	   in1 = 15'd1;
	   in2 = 15'd2;
	   alu_operation_from_controller = 2'b00;
	   carry_in = 1 ;
	   zero_in = 0 ;	 
	   reg_write_enable_in = 1;
	 #10  
       ir[15:12] = 4'b0001;
	   ir [1:0] = 2'b01;
	   in1 = 15'd1;
	   in2 = 15'd2;
	   alu_operation_from_controller = 2'b00;
	   carry_in = 1 ;
	   zero_in = 0 ;	 
	   reg_write_enable_in = 1; 
	  #10    
       ir[15:12] = 4'b0001;
	   ir [1:0] = 2'b01;
	   in1 = 15'd1;
	   in2 = 15'd2;
	   alu_operation_from_controller = 2'b00;
	   carry_in = 1 ;
	   zero_in = 1 ;	 
	   reg_write_enable_in = 1;	  
	 #10  
	   ir[15:12] = 4'b0001;
	   ir [1:0] = 2'b11;
	   in1 = 15'd1;
	   in2 = 15'd2;
	   alu_operation_from_controller = 2'b00;
	   carry_in = 0 ;
	   zero_in = 0 ;	 
	   reg_write_enable_in = 1;	 
	  #10  
	   ir[15:12] = 4'b0000;
	   ir [1:0] = 2'b11;
	   in1 = 15'd1;
	   in2 = 15'd2;
	   alu_operation_from_controller = 2'b00;
	   carry_in = 0 ;
	   zero_in = 0 ;	 
	   reg_write_enable_in = 1;	 
	  #10    
	   ir[15:12] = 4'b0010;
	   ir [1:0] = 2'b00;
	   in1 = 15'd1;
	   in2 = 15'd2;
	   alu_operation_from_controller = 2'b01;
	   carry_in = 0 ;
	   zero_in = 0 ;	 
	   reg_write_enable_in = 1;	
	   #10    
	   ir[15:12] = 4'b0010;
	   ir [1:0] = 2'b01;
	   in1 = 15'd1;
	   in2 = 15'd2;
	   alu_operation_from_controller = 2'b01;
	   carry_in = 0 ;
	   zero_in = 0 ;	 
	   reg_write_enable_in = 1;	
	   #10  
	   ir[15:12] = 4'b0010;
	   ir [1:0] = 2'b01;
	   in1 = 15'd1;
	   in2 = 15'd2;
	   alu_operation_from_controller = 2'b01;
	   carry_in = 0 ;
	   zero_in = 1 ;	 
	   reg_write_enable_in = 1;	
	   #10  
	   ir[15:12] = 4'b0010;
	   ir [1:0] = 2'b10;
	   in1 = 15'd1;
	   in2 = 15'd2;
	   alu_operation_from_controller = 2'b01;
	   carry_in = 0 ;
	   zero_in = 1 ;	 
	   reg_write_enable_in = 1;	
	   #10  
	   ir[15:12] = 4'b0010;
	   ir [1:0] = 2'b10;
	   in1 = 15'd1;
	   in2 = 15'd2;
	   alu_operation_from_controller = 2'b01;
	   carry_in = 1 ;
	   zero_in = 1 ;	 
	   reg_write_enable_in = 1;	
	   #10   
	   ir[15:12] = 4'b1100;
	   in1 = 15'd1;
	   in2 = 15'd2;
	   alu_operation_from_controller = 2'b01;
	   carry_in = 1 ;
	   zero_in = 1 ;	 
	   reg_write_enable_in = 0;
	    #10   
	   ir[15:12] = 4'b1110;
	   in1 = 15'd1;
	   in2 = 15'd2;
	   alu_operation_from_controller = 2'b00;
	   carry_in = 1 ;
	   zero_in = 1 ;	 
	   reg_write_enable_in = 0;
    end 
 endmodule
module ALU (in1, in2, operation, out, zero, carry);
	output reg [15:0] out;
	output reg zero, carry;
	input  [15:0] in1, in2;
	input [1:0] operation;
	wire   [15:0]  outNand;
	wire [16:0] outAdd;
	initial begin 
	  zero = 0;
	  carry = 0;
	  out = 16'b0;
	end
	assign outNand = ~(in1 & in2);
	assign outAdd = {1'b0,in1} + {1'b0, in2};
	always @(*) begin
	 if(operation == 2'b10) begin 
        carry = 0;
		zero = 0;
		out = 16'd0;
	 end
	 else begin	
	   carry = (operation == 2'b01) ? 1'b0 : outAdd[16];
	   out = (operation == 2'b01) ? outNand : outAdd[15:0];
	   zero = (out == 16'b0) ? 1'b1 : 1'b0; 	   
	  end 
	end
endmodule
module ALU_controller (ir, alu_operation_from_controller, carry_in, zero_in,
							reg_write_enable_in, carry_write_en, zero_write_en, alu_operation_out, reg_write_enable_out );
	input [15:0] ir;
	input [1:0] alu_operation_from_controller;
	input carry_in, zero_in;
	input reg_write_enable_in;
	output reg carry_write_en, zero_write_en;
	output reg [1:0] alu_operation_out;
	output reg reg_write_enable_out;
	wire [5:0] r_type_opcode;
	parameter ADD = 6'b000100;
	parameter ADC = 6'b000110;
	parameter ADZ = 6'b000101;
	parameter ADL = 6'b000111;
	parameter ADI = 4'b0000;
	parameter NDU = 6'b001000;
	parameter NDC = 6'b001010;
	parameter NDZ = 6'b001001;  
	assign r_type_opcode = {ir[15:12], ir[1:0]};
	initial begin 
	  carry_write_en = 0;
	  zero_write_en = 0;
	  alu_operation_out = 2'b10;
	  reg_write_enable_out = 0;
	end
   always @(*) begin 
	  if ( r_type_opcode == ADC ) begin 
	     if ( carry_in && reg_write_enable_in) begin 
		  carry_write_en = 1;
		  zero_write_en = 1;
		  alu_operation_out = 2'b00;
		  reg_write_enable_out = 1;
		  end
		 else begin 
		  carry_write_en = 0;
		  zero_write_en = 0;
		  alu_operation_out = 2'b10;
		  reg_write_enable_out = 0;
	      end
		end
	  else if ( r_type_opcode == ADZ && reg_write_enable_in) begin 
	     if ( zero_in ) begin 
		  carry_write_en = 1;
		  zero_write_en = 1;
		  alu_operation_out = 2'b00;
		  reg_write_enable_out = 1;
		  end
		 else begin 
		  carry_write_en = 0;
		  zero_write_en = 0;
		  alu_operation_out = 2'b10;
		  reg_write_enable_out = 0;
	      end
		end
	  else if ( r_type_opcode == NDC && reg_write_enable_in) begin
	     if ( carry_in ) begin 
		  carry_write_en = 0;
		  zero_write_en = 1;
		  alu_operation_out = 2'b01;
		  reg_write_enable_out = 1;
		  end
		 else begin 
		  carry_write_en = 0;
		  zero_write_en = 0;
		  alu_operation_out = 2'b10;
		  reg_write_enable_out = 0;
	      end
		end
	 else if ( r_type_opcode == NDZ && reg_write_enable_in) begin
	     if ( zero_in ) begin 
		  carry_write_en = 0;
		  zero_write_en = 1;
		  alu_operation_out = 2'b01;
		  reg_write_enable_out = 1;
		  end
		 else begin 
		  carry_write_en = 0;
		  zero_write_en = 0;
		  alu_operation_out = 2'b10;
		  reg_write_enable_out = 0;
	      end
		end		  
	 else if ( (r_type_opcode == ADD || r_type_opcode == ADL || ( ir[15:12] == ADI )) && reg_write_enable_in ) begin 
		 alu_operation_out = 2'b00;
		 carry_write_en = 1;
		 zero_write_en = 1;
		 reg_write_enable_out = 1;
		 end
	 else if ( r_type_opcode == NDU && reg_write_enable_in ) begin 
	     alu_operation_out = 2'b01;
		 zero_write_en = 1;
		 carry_write_en = 0;
		 reg_write_enable_out = 1;
		 end
	 else begin
	     alu_operation_out = alu_operation_from_controller;
		 carry_write_en = 0;
		 zero_write_en = 0;
		 reg_write_enable_out = reg_write_enable_in;
	 end
	end
endmodule
```
**flow/run.sh**
```bash
#!/bin/bash
# OpenROAD 26Q1-2900-gdf79404cd8, Yosys 0.63+post, stock flow scripts
make -C /OpenROAD-flow-scripts/flow DESIGN_CONFIG=/design/flow/config.mk WORK_HOME=/design/flow/orfs finish
```
**flow/config.mk**
```make
export PLATFORM = sky130hd
export DESIGN_NAME = alu_topmodule
export DESIGN_NICKNAME = alu_topmodule
export VERILOG_FILES = /design/flow/design.v
export SDC_FILE = /design/flow/constraint.sdc
export NUM_CORES = 4
export LEC_CHECK = 1
export CORE_AREA = 10 10 107 107
export DIE_AREA = 0 0 117 117
```
**flow/constraint.sdc**
```tcl
current_design alu_topmodule

set clk_period 9.6
set clk_io_pct 0.2

create_clock -name clk0 -period $clk_period

set non_clock_inputs [all_inputs -no_clocks]
set_input_delay [expr $clk_period * $clk_io_pct] -clock clk0 $non_clock_inputs
set_output_delay [expr $clk_period * $clk_io_pct] -clock clk0 [all_outputs]
```
==> results.txt <==
run metrics: status=completed, Fin. Hold Viols=0, largest net degree at the start of global routing=17, TritonRoute pass-1 iters=4, fp_density=15.0%, final-layout fill cell count=995, sum of net half-perimeters after detailed placement=between 4 and 5 mm, cell area after placement=approximately 2100 um2, most numerous logic cells after layout=sky130_fd_sc_hd__clkdlybuf4s50_1, sky130_fd_sc_hd__nor2_1, sky130_fd_sc_hd__ha_1, worst max-slew margin expressed relative to the limit=40.6%, tool warnings=42, post-synthesis instance area=1380 um2, number of hold buffers added after CTS=0, initial antenna violation count=0, crit end category=output port, share of the clock period used by the worst path after layout=75.6%, worst-case vdd ir drop=0.0200 mV, warning count from the yosys run=2, number of placement rows=35, summed negative setup slack over all endpoints=0 ps, number of clock buffers in the layout=0, PwrDens=~64 nW/um2, most common library cell in the layout ignoring fill and taps=sky130_fd_sc_hd__clkdlybuf4s50_1, count of vias placed by the detailed router=around 1700, sequential cell area in the final layout=0 um2, RSZ-0062 raised after global routing=no, path type of the worst min-delay path=primary input to output port, remaining number of nets flagged by the antenna check after routing=0, total global routing track utilization=7.32%, post-layout min period=7260 ps, mean cell area of the mapped netlist=7.07 um2, number of max-cap violations=0, Dominant cell area share=14.5%, share of layout cells above drive strength 1=7.45%, final routed wirelength across all metal layers=5.07 mm, count of endpoints failing setup in the final report=0, post-synth area from yosys stat=1380 um2, start-to-end type of the worst setup path=primary input to output port, horizontal die dimension=117 um, per-cell routed wire length=about 14 um, highest attainable clock frequency=around 140 MHz, total core area=just over 9000 um2, post-route cell area=2140 um2, # Cells Yosys=195, Remaining Overflow, GRT=0, Synth area leader=sky130_fd_sc_hd__ha_1, Via-to-Cell Ratio=about 4.5, maximum fanout count along the critical path=5, count of input and output buffers=around 64, area of the die=13700 um2, Diodes inserted=0, DRC Markers=0, critical path data required time=roughly 7700 ps, register share after synthesis=0%, Static Leak=0.833 nW, Top Ports=74, leading post-synthesis cells by cell area=sky130_fd_sc_hd__ha_1, sky130_fd_sc_hd__nor2_1, sky130_fd_sc_hd__o21ai_0, actual transition at the worst max-transition pin=880 ps, flop count=0, y dimension of the die=roughly 120 um, via count of the first global-routing pass=1683, buffers inserted during post-CTS setup optimization=0, GP Congestion=slightly above 0.9, wire length of the first global-routing pass=8.20 mm, number of library cell types mapped by synthesis=62, cell count after synthesis=195, CP arrival=5340 ps, Iter 0 DRT Violations=84, layout overhead on the synthesized area=55.3%, Slew Limit Fails=0, startpoint types=primary input, sum of internal, switching and leakage power=0.137 mW, cells resized by post-CTS repair=0
==> worst max-delay path, stage by stage <==
cell                              delay [ps]
sky130_fd_sc_hd__clkdlybuf4s50_1         410
sky130_fd_sc_hd__ha_1                    280
sky130_fd_sc_hd__fa_1                    430
sky130_fd_sc_hd__a21oi_1                 220
sky130_fd_sc_hd__o2111ai_2               240
sky130_fd_sc_hd__o211ai_1                280
sky130_fd_sc_hd__a21boi_0                150
sky130_fd_sc_hd__or3_1                   330
sky130_fd_sc_hd__a31oi_1                 220
sky130_fd_sc_hd__nand4_1                 140
sky130_fd_sc_hd__nor4b_2                 220
sky130_fd_sc_hd__clkdlybuf4s50_1         520
==> per-stage QoR <==
stage	cells	utilization [%]	hold slack [ps]	setup slack (ps)
after floorplan	195	-	3850	3640
after global placement	366	23.3	4820	2370
after detailed placement	366	23.3	4820	2340
after CTS	366	23.3	4820	2330
after global routing	366	23.3	4880	2090
final	366	23.3	4800	2340
==> Yosys cell counts (2+ instances only) <==
cell type and number:
sky130_fd_sc_hd__a21oi_2 3, sky130_fd_sc_hd__inv_1 7, sky130_fd_sc_hd__nand4_1 4, sky130_fd_sc_hd__nand2_1 15, sky130_fd_sc_hd__nor3_1 4, sky130_fd_sc_hd__o21bai_1 2
sky130_fd_sc_hd__nand3_1 2, sky130_fd_sc_hd__a211oi_1 2, sky130_fd_sc_hd__buf_2 2, sky130_fd_sc_hd__nor2_1 26, sky130_fd_sc_hd__a31oi_1 3, sky130_fd_sc_hd__nor2b_1 4
sky130_fd_sc_hd__and3b_1 2, sky130_fd_sc_hd__ha_1 16, sky130_fd_sc_hd__o22ai_1 8, sky130_fd_sc_hd__and3_1 2, sky130_fd_sc_hd__a21o_1 4, sky130_fd_sc_hd__xnor2_1 5
sky130_fd_sc_hd__xor2_1 7, sky130_fd_sc_hd__a311oi_1 3, sky130_fd_sc_hd__a41oi_1 3, sky130_fd_sc_hd__o21ai_0 13, sky130_fd_sc_hd__or3_1 3, sky130_fd_sc_hd__o21ai_1 3
sky130_fd_sc_hd__o2111ai_1 2, sky130_fd_sc_hd__clkbuf_1 2, sky130_fd_sc_hd__nand3b_1 3, sky130_fd_sc_hd__a21oi_1 10, sky130_fd_sc_hd__nand2b_1 2
==> worst paths after layout <==
kind                            start  cells past startpoint  slack, ps                    to
setup / recovery               in1[0]                     12       2340                  zero
hold / removal    reg_write_enable_in                      4       4800  reg_write_enable_out
==> routing by layer <==
metal | track usage, % | wire length (um)
met5 | 0 | 0
met4 | 0.412 | 34
met3 | 1.08 | 219
met2 | 13.6 | 2630
met1 | 9.09 | 2180
==> final cells by class <==
class | instances | area, um2 | share of cell area (%)
multi-input cells | 183 | 1330 | 62.1
repair buffers | 64 | 641 | 29.9
well taps | 111 | 139 | 6.49
inverters | 8 | 31.3 | 1.46
==> cell families after synthesis <==
| logic type | count (synthesis) | synth area share (%) |
|---|---|---|
| AND-OR/OR-AND | 71 | 37.8 |
| XOR/XNOR | 13 | 8.80 |
| adder cells (fa/ha/maj) | 17 | 16.0 |
| buffers and inverters | 12 | 3.54 |
| multiplexers | 3 | 2.63 |
| AND/OR/NAND/NOR | 79 | 31.2 |
==> report_power, final <==
part           internal, mW  switching (mW)  total, mW  leakage (nW)
clock                     0               0          0             0
sequential                0               0          0             0
combinational        0.0748          0.0626      0.137         0.833
Power is estimated from default activity; no workload was simulated.
