[./config.mk]
export PLATFORM = sky130hd
export DESIGN_NAME = comparator
export DESIGN_NICKNAME = comparator
export VERILOG_FILES = /design/flow/design.v
export SDC_FILE = /design/flow/constraint.sdc
export NUM_CORES = 4
export LEC_CHECK = 1
export CORE_AREA = 10 10 70 70
export DIE_AREA = 0 0 80 80
[./constraint.sdc]
current_design comparator

set clk_period 1.3
set clk_io_pct 0.2

create_clock -name clk0 -period $clk_period

set non_clock_inputs [all_inputs -no_clocks]
set_input_delay [expr $clk_period * $clk_io_pct] -clock clk0 $non_clock_inputs
set_output_delay [expr $clk_period * $clk_io_pct] -clock clk0 [all_outputs]
[./design.v]
module comparator(ip0, ip1, equal); 
	output equal;
	input  [15:0] ip0, ip1;
	assign equal = (ip0 == ip1) ? 1'b1 : 1'b0;
endmodule
[./run.sh]
#!/bin/bash
# OpenROAD 26Q1-2900-gdf79404cd8, Yosys 0.63+post, stock flow scripts
make -C /OpenROAD-flow-scripts/flow DESIGN_CONFIG=/design/flow/config.mk WORK_HOME=/design/flow/orfs finish
==> changes_impl.md <==
### Implementation results

* Chip footprint at about 6400 um^2
* Fill cells at 395
* Final Hold Viols at 0
* Die Span Y at 80 um
* Hold buffer count at CTS at 0
* Dpl ws at -0.827 ns
* Cell Rows at 21
* Top cell type's share of synthesized area at 78.9%
* Via Count at 281
* Top cells by area, synth: xnor2_1, nand4_1, nor4_2
* Lkg Pwr at 0.228 nW
* WL final at approximately 960 um
* Violated checks: negative setup slack
* CP Buf/Inv Count at 2
* DR WL/cell at 9.62 um
* Peak supply drop at 0.0734 mV
* GRT Overall Usage at 2.84%
* Hold path depth at 5
* Number of remaining DRC errors at 0
* Register Area at 0 um^2
* Crit Path Category: primary input to output pin
* Area of the multi-input gates at 230 um^2
* I/O pin cnt at 33
* Fin. max-slew vios at 0
* Number of global-route vias before repair at about 350
* Crit end category: output pin
* Yosys cell count at 21
* Period utilization at 101%
* Unique cell types at 3
* Placed cell count at 100
* Area delta synth->final at 196%
* Initial antenna violation count at 0
* Hold Crit Class: primary input to output pin
* Crit-path slowest cell: nor4_2
* Post-synth top cells: xnor2_1, nand4_1, nor4_2
* GR Overflow Total at 0
* Yosys synthesis chip area at 178 um^2
* Post-Syn Instances at 21
* Log Warnings at 34
* Layout cell share with drive strength beyond 1 at 72.2%
* DIE WIDTH at 80 um
* Final Power at around 150 uW
* Slowest stage delay, CP at 0.28 ns
* Antenna Cells at 0
* Drt first-iter violations at 0
* Clk_buf instances at 0
* Critical path startpoint category: primary input
* First-pass detailed-route iteration total at 1
* Finished Cell Area at 526 um^2
* Crit path max fanout at 1
* Critical path arrival at around 1.1 ns
* Most frequent cell after synthesis: xnor2_1
* Finish-stage setup viols at 1
* Max cap viols at 0
* Pwr/cell area at 281 nW/um^2
* Hold path endpoint: equal
* Pin count of the biggest net entering global routing at 2
* Synth Warn # at 0
* Syn Area/Cell at around 8.5 um^2
* Area leader, netlist: xnor2_1
* Port buffer count at 33
* Post-synth seq share at 0%
* Floorplan core area at 3420 um^2
* Worst-path cell chain: buf_6 > xnor2_1 > nand4_1 > nor4_2 > buf_2
* Synthesized area at 178 um^2
* Actual slew at the worst max-slew pin at 0.194 ns
* Crit path required time at 1.04 ns
* Tmin final at 1.31 ns
* Post-Layout Cell Count at 100
* Setup bufs post-CTS at 0
* RSZ-0062 raised after global routing: yes
* Relative slew slack at between 80 and 90%
* CP top delay family: simple AND/OR/NAND/NOR gates
* FP Util at 5.20%
* Setup WS post-layout at -0.0104 ns
* RePlAce Congestion at 0.831
* Hold WS at approximately 0.9 ns
* Placed cell areas at between 500 and 600 um^2
* Post-DP HPWL at 916 um
* First-pass GRT wire length at 1.49 mm
* Hold Crit Start: ip0[8]
* Fmax at 0.763 GHz
* Drt via density at 2.81
* Flops at 0
* Status: complete, but fails checks
* Antenna-violating nets left at 0
area by class of cell:
type / count / share of cell area [%]
Timing Repair Buffer: 33 / 45.2
Tap cell: 46 / 11.0
Multi-Input combinational cell: 21 / 43.8
how the worst max path moves through the flow:
stage	startpoint	end	cells after the start	slack [ns]
after CTS	ip0[0]	equal	5	-0.04
after global routing	ip1[5]	equal	5	-0.11
final	ip0[7]	equal	5	-0.01
routing by layer:
layer	share of wire (%)	vias to the layer above	wire length, um	global-route usage, %
met5	0	-	0	0
met4	0	0	0	0
met3	22	0	210	2.27
met2	23	33	221	3.21
met1	55	109	529	4.17
li1	-	139	-	-
per-stage QoR:
step | setup TNS [ns] | util [%]
finish | -0.0104 | 15.4
floorplan | 0 | -
global route | -0.107 | 15.4
CTS | -0.0351 | 15.6
global placement | -0.797 | 16.6
detailed placement | -0.827 | 16.6
cell usage in the layout (no fill, tap or decap):
cell	n
clkbuf_2	3
buf_2	18
clkdlybuf4s15_1	2
clkdlybuf4s15_2	1
buf_6	9
xnor2_2	7
nand4_1	4
xnor2_1	9
nor4_2	1
report_power, final:
part | internal (mW) | switching [mW]
clock network | 0 | 0
logic | 0.101 | 0.0464
registers | 0 | 0
total | 0.101 | 0.0464
cell families after synthesis:
family	Yosys count	share of synthesized area, %
AND/OR/NAND/NOR	5	21.1
XOR/XNOR	16	78.9
repair_timing:
item                                    in CTS  in global routing
resized                                    120                  4
pin swaps                                   21                  1
endpoints found under the setup margin       1                  1
Power and IR drop assume default switching activity.
