==> /design/flow/design.v <==
module adder_16 (in1, in2 , out);
	output  [15:0]  out;
	input  [15:0] in1, in2;
	assign out = in1+in2;
endmodule
==> /design/flow/run.sh <==
#!/bin/bash
# OpenROAD 26Q1-2900-gdf79404cd8, Yosys 0.63+post, stock flow scripts
make -C /OpenROAD-flow-scripts/flow DESIGN_CONFIG=/design/flow/config.mk WORK_HOME=/design/flow/orfs finish
==> /design/flow/config.mk <==
export PLATFORM = sky130hd
export DESIGN_NAME = adder_16
export DESIGN_NICKNAME = adder_16
export VERILOG_FILES = /design/flow/design.v
export SDC_FILE = /design/flow/constraint.sdc
export NUM_CORES = 4
export LEC_CHECK = 1
export CORE_AREA = 10 10 77 77
export DIE_AREA = 0 0 87 87
==> /design/flow/constraint.sdc <==
current_design adder_16

set clk_period 7.9
set clk_io_pct 0.2

create_clock -name clk0 -period $clk_period

set non_clock_inputs [all_inputs -no_clocks]
set_input_delay [expr $clk_period * $clk_io_pct] -clock clk0 $non_clock_inputs
set_output_delay [expr $clk_period * $clk_io_pct] -clock clk0 [all_outputs]
==> summary.txt <==
The layout was made with Yosys and OpenROAD.

The run finished with clean final reports. The internal power is 0.06754 mW. The final design instance area without fill is about 1300 µm².

For reference, the top cells by count after synthesis are 17 x a21oi_1, 15 x ha_1, 10 x xnor2_1. The die is 87 µm tall. For this run, the number of Yosys warnings is 0. The total overflow left after global routing is 0. The final layout contains routed wiring with a total length of 2472 µm. The number of violations of the max-capacitance limit is 0. The placer's final routability congestion estimate is 0.7996. The required time at the worst endpoint is listed as 6.32 ns. Detailed routing inserted a total of a little under 900 vias. Of all cell types, the one taking the most synthesized area is ha_1.

The total core area is 4354 µm². The placed wire-length estimate is 2280 µm. Antenna repair during routing inserted a diode count of 0. The shortest clock period the worst path allows after layout is around 5.8 ns.

The cell-mix breakdown from Yosys lists the compound-gate area share as 0.3523. The main logic family after synthesis is AND-OR/OR-AND gates. The slew at the pin with the worst max-slew slack is between 0.4 and 0.5 ns. The area of placed instances is roughly 1300 µm². The area share of the largest cell type after synthesis is 0.2591.

In the final routed layout, each cell accounts on average for about 12 µm. The achievable frequency is 172.4 MHz. In the log, the iteration count for the first detailed-route pass is 4. In the post-route analysis, the smallest setup slack over all paths is 2.100 ns.

The average vias per placed instance is 4.424. Total power normalized to cell area comes to 83.96 nW/µm². The worst pin sits at a relative slew slack of 0.7000. The setup path with the least slack is of type input pin to primary output. For reference, the critical path is launched at in1[0]. The synthesized instance count is 98.

Post-CTS timing repair inserted 0 buffers for setup. The worst hold path belongs to the class input pin to primary output. The static leakage is 0.5007 nW. The final timing report lists a max-slew violation count of 0. Summing every instance area after synthesis gives 724.4 µm². The power report puts the net switching power at approximately 0.04 mW. The final layout report lists a filler cell count of 477. The hold violation total from the final report is 0. The placement report lists the number of port buffers as between 40 and 50. The number of global-route vias before repair came to 860.

Dividing the final minimum period by the clock period gives 0.7342. After synthesis, the cell types taking the most area are ha_1 26%, xnor2_1 12%, a21oi_1 12%. The largest voltage drop on the vdd net is roughly 0.034 mV. The arrival time of the worst setup path is 4.22 ns. The number of sequential storage elements is 0. The kind of launch point of the worst setup path is an input pin.

Once the clock tree was built, the resizer swapped 0 gates to a different size. The initial antenna violation count came to 0. The share of total power dissipated in sequential elements is 0. The share of power burned in the clock network is 0.

In this run the mean area of a mapped cell was 7.392 µm². The area recorded from the Yosys report for this design is ~720 µm². For this design, the CTS-stage hold fixing added 0 buffers.

By instance count, the leading cell after synthesis is a21oi_1. Per the synthesis report, the XOR/XNOR share of the synthesized area is 0.1813. For this run, the register share of the synthesized area comes to 0. The share of total power dissipated in combinational logic is 1.000. The multiplexer share of the synthesized area is 0.01382. The number of rows in the core area is 24. The fraction of layout cells with a size suffix above 1 is 0.02740. The global-route total usage across every layer is 0.06265.

Per the synthesis report, the adder-cell share of the synthesized area is 0.2867. The number of endpoints failing setup at the final stage is 0. In this run, the synthesized area fraction spent on and/or/nand/nor cells is recorded as 0.1503. Setup repair after global routing left no endpoint under its margin. Prior to clock tree synthesis, the placed netlist has a worst setup slack of 2.092 ns. The wire length of the first global-routing pass is 3995 µm. The die width is between 80 and 90 µm. For this design, Yosys synthesis ends with a cell count of 98. The DRC violation count after routing is 0. The pin count of the biggest net entering global routing is 7. The count of tool warnings is 32. The starting utilization of the core area is 0.1664. The post-layout total power is ~0.11 mW. STA lists the maximum fanout along the critical path as 3. The I/O pin count is 48. Relative to the synthesized area, the layout overhead comes to 75.30%. The category of the worst setup path capture point is a primary output. The initial detailed-routing violation count is 35. The count of nets left with antenna violations once routing finished came out at 0. Switching power as a fraction of the total was reported as 0.3666. The layout report lists the multi-input gate area as between 700 and 800 µm². After synthesis, the netlist uses 27 different library cells.

The total die area is 7569 µm². The last element of the critical path is out[10]. In the final timing run, aggregate negative setup slack is 0 ns.

In the final layout, the clock buffer count is 0. Summing all flip-flop and latch instances after layout gives 0 µm².
-- stage by stage --
| step | hold slack [ns] | instances | utilization |
|---|---|---|---|
| floorplan | 3.232 | 98 | - |
| global placement | 4.200 | 198 | 0.2917 |
| detailed placement | 4.191 | 198 | 0.2917 |
| CTS | 4.198 | 198 | 0.2917 |
| global route | 4.236 | 198 | 0.2917 |
| finish | 4.191 | 198 | 0.2917 |
-- worst max-delay path, stage by stage --
cell and delay [ns]:
clkdlybuf4s50_1 0.40, ha_1 0.22, fa_1 0.40, a21o_2 0.25, a311oi_2 0.34, o21ai_0 0.21, a311oi_1 0.30, nor3_1 0.07
clkdlybuf4s50_1 0.45
-- power by group through the flow --
stage | registers [mW] | logic, mW | clock network, mW
4_1_cts | 0 | 0.109 | 0
5_1_grt | 0 | 0.120 | 0
6_report | 0 | 0.107 | 0
-- cell type report --
cell class,instances,share of cell area
multi-input combinational,95,0.5616
timing repair buffer,48,0.3783
tap,52,0.05123
inverter,3,0.008867
-- placed cells by master (no fill, tap or decap), drive strengths merged, types with 4 or more instances in the layout --
| master | netlist | layout |
|---|---|---|
| clkdlybuf4s50 | 0 | 48 |
| ha | 15 | 15 |
| xor2 | 5 | 5 |
| nand3 | 4 | 4 |
| o21ai | 8 | 8 |
| xnor2 | 10 | 10 |
| nand2 | 9 | 9 |
| a21oi | 17 | 17 |
-- cells by family (layout without fill, tap and decap cells) --
logic type | Yosys count | after routing
simple gates | 23 | 23
buf+inv | 3 | 51
compound gates | 40 | 40
fa+ha+maj | 16 | 16
mux | 1 | 1
xor+xnor | 15 | 15
-- how the worst min path moves through the flow --
stage          start      to  cells past startpoint
finish        in2[0]  out[0]                      3
CTS           in2[0]  out[0]                      3
global route  in2[0]  out[0]                      3
-- layer usage --
metal  vias up  GRT usage  share of wire
met2        23     0.1046           0.47
met4         0          0              0
met5         -          0              0
li1        468          -              -
met3         0    0.01792          0.089
met1       385    0.08273           0.45
Power figures rest on the tool's default switching activity, not on a simulated workload.
